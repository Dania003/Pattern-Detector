## flow/config.mk

```make
export PLATFORM = sky130hd
export DESIGN_NAME = PD
export DESIGN_NICKNAME = PD
export VERILOG_FILES = /design/flow/design.v
export SDC_FILE = /design/flow/constraint.sdc
export NUM_CORES = 4
export LEC_CHECK = 1
export CORE_AREA = 10 10 70 70
export DIE_AREA = 0 0 80 80
```

## flow/constraint.sdc

```tcl
current_design PD

set clk_period 3.5
set clk_io_pct 0.2

create_clock -name clk0 -period $clk_period [get_ports {clk}]

set non_clock_inputs [all_inputs -no_clocks]
set_input_delay [expr $clk_period * $clk_io_pct] -clock clk0 $non_clock_inputs
set_output_delay [expr $clk_period * $clk_io_pct] -clock clk0 [all_outputs]
```

## flow/design.v

```verilog
module PD (
    input clk,
    input reset,
    input enable,
    input wire[3:0] din,
    output reg pattern1,
    output reg pattern2
	);
    reg[3:0] state_pattern= 4'b0000;   
    parameter Idle=4'b0000, s0=4'b0001, s05=4'b0011, s053=4'b0010, s0531=4'b0110,
    						  s06=4'b0111, s061 = 4'b1111, s0619 = 4'b1110;
    always@(*)
        begin
            case(state_pattern)
                s0531:
                    begin
                        pattern1 <= 1;
                    end
                s0619:
                    begin 
                        pattern2 <= 1;
                    end
                default:
                    begin
                        pattern1 <= 0;
                        pattern2 <= 0;
                    end
            endcase
        end
    always @(posedge clk or posedge reset) 
        begin
            if(reset) begin
                state_pattern<=Idle;
            end
            else begin
                if(enable) begin
                    case(state_pattern)
                        Idle:
                            if(din == 4'b0000)
                           		state_pattern <= s0;
                        	else
                            	state_pattern <= Idle;
                        s0:
                            if(din == 4'b0101)
                                state_pattern <= s05;
                            else if(din == 4'b0110)
                                state_pattern <= s06;
                        	else if(din == 4'b0000)
                                state_pattern <= s0;
                            else
                                state_pattern <= Idle;
                        s05:
                            if(din == 4'b0011)
                                state_pattern <= s053;
                        	else if(din == 4'b0000)
                                state_pattern <= s0;
                            else
                                state_pattern <= Idle;
                        s053:
                            if(din == 4'b0001) 
                                state_pattern <= s0531;
                        	else if(din == 4'b0000)
                                state_pattern <= s0;
                            else
                                state_pattern <= Idle;
                        s0531:					 
                            if(din == 4'b0000)
                                state_pattern <= s0;
                            else
                               state_pattern <= Idle; 
                        s06:
                            if(din == 4'b0001)
                                state_pattern <= s061;
                        	else if(din == 4'b0000)
                                state_pattern <= s0;
                        	else
                                state_pattern <= Idle;
                        s061:
                            if(din == 4'b1001)
                                state_pattern <= s0619;
                        	else if(din == 4'b0000)
                                state_pattern <= s0;
                            else
                                state_pattern <= Idle;
                        s0619:					 
                            if(din == 4'b0000)
                                state_pattern <= s0;
                            else
                               state_pattern <= Idle;
                    endcase
             	end
            end
        end
endmodule
```

## flow/run.sh

```bash
#!/bin/bash
# OpenROAD 26Q1-2900-gdf79404cd8, Yosys 0.63+post, stock flow scripts
make -C /OpenROAD-flow-scripts/flow DESIGN_CONFIG=/design/flow/config.mk WORK_HOME=/design/flow/orfs finish
```

==> impl_metrics.py <==
# Auto-generated metrics
metrics = {
    "die": {
        "dieArea_um2": 6400,
        "fp_util_pct": 10.3,
        "coreArea_um2": 3420,
        "die_h_um": 80,
        "rows": 21,
        "io_pins": 9,
        "die_width_um": 80,
    },
    "grt": {
        "track_usage_pct": 2.74,
        "grt_pass1_wl_um": 1410,
        "grt_max_degree": 8,
        "antenna_found_initial": 0,
        "grt_pass1_vias": 307,
        "grt_overflow": 0,
    },
    "sta": {
        "tightest_slew_ns": 0.567,
        "max_freq_mhz": 486,
        "finalSetupViolCount": 0,
        "rsz0062_at_grt": "false",
        "min_period_ns": 2.06,
        "final-hold-violation-count": 0,
        "clock_skew_ns": 0.000989,
        "unconstrained_endpoints": 4,
        "slew_violations": 0,
        "fin_setup_tns_ns": 0,
        "min_period_over_period_pct": 58.7,
        "holdWs_ns": 0.654,
        "unclocked_pins": 2,
        "relSlewSlack_pct": 61.8,
    },
    "critical_path": {
        "path_cells": "clkdlybuf4s50_1, nand4bb_1, or3_1, o311a_1, o31ai_2",
        "critPathTopFamily": "simple AND/OR/NAND/NOR gates",
        "timing.rr.start": "state_pattern[3]",
        "startpoint": "din[1]",
        "crit_required_ns": 3.64,
        "cp_num_buf_inv": 1,
        "slowest_delay_ns": 0.48,
        "cp.arrival_ns": 2.19,
        "cpMaxStageDelayCell": "clkdlybuf4s50_1",
        "cp-end-kind": "flip-flop",
        "path_class": "in2reg",
        "critPathMaxFanout": 5,
        "start_kind": "input port",
    },
    "synthesis": {
        "yosys.cell_types.count": 24,
        "synthesis.area_um2": 352,
        "yosys_area_um2": 352,
        "largest_area_cell": "dfrtp_1",
        "yosys_warnings": 1,
        "topCellsByArea": "dfrtp_1 28%, dlxtn_1 8.5%, a21oi_1 7.1%, nor3_1 5.7%, xor2_1 5.0%",
        "avgSynthCellArea_um2": 8.79,
        "ys_cells": 40,
        "netlist.area_leader.share_pct": 28.5,
        "syn_inst": 40,
        "ys.flops": 6,
    },
    "power_and_ir_drop": {
        "pwr_density_cell_nw_per_um2": 231,
        "p_leak_nw": 0.188,
        "peakVddDrop_mv": 0.0707,
    },
    "final_layout": {
        "n_fill_cell": 399,
        "seqCellArea_um2": 130,
        "logic_area_um2": 214,
        "layout-drive-gt1-share_pct": 9.80,
        "layout.cells.non_filler": 97,
        "syn_to_final_growth_pct": 45.6,
    },
    "clock_network": {
        "clockRootBuffer": "clkbuf_4",
        "cts_tree": "built",
        "clock_tree.buffer_depth": 2,
        "cts_setup_buffers": 0,
        "h-tree-depth": 1,
        "cts-resized-gates": 0,
        "path_clk_slew_ns": 0.04,
        "postCtsHoldBufs": 0,
        "cts_made_buffers": 3,
        "clk_latency_ns": 0.23,
    },
    "drt": {
        "wire_per_inst_um": 9.19,
        "dr.pass1.iters": 4,
        "routed_wl_um": 891,
        "route.vias.total": 344,
        "drc": 0,
        "ant_nets": 0,
        "via_per_inst": 3.55,
        "num_antenna_cells": 0,
        "drtIter0Drc": 28,
    },
    "run_status": {
        "outcome": "finished clean",
    },
    "place": {
        "place.gp.congestion": 0.795,
        "place_inst": 94,
        "io_buffer_count": 8,
        "dpl.hpwl_um": 716,
    },
    "job": {
        "maxCapViolations": 0,
        "warning_count": 25,
    },
    "min_path": {
        "hp-class": "in2async",
    },
}
## registers in the layout (all words and copies together), names as in the netlist
register       flops
state_pattern      4
pattern2           1
pattern1           1
## per-stage QoR
step | setup WS (ns) | utilization [%] | power (mW) | instance area (µm²)
6_report | 1.44 | 15.0 | 0.118 | 512
5_1_grt | 1.31 | 15.0 | 0.125 | 512
4_1_cts | 1.47 | 15.0 | 0.123 | 512
3_5_place_dp | 1.22 | 14.3 | 0.0629 | 489
3_3_place_gp | 1.22 | 14.3 | 0.0627 | 489
2_1_floorplan | 1.86 | - | 0.0524 | 352
## power breakdown
group / switching (mW) / internal, mW
registers: 0 / 0.0465
clock network: 0.0176 / 0.0383
logic: 0.00687 / 0.00914
total: 0.0244 / 0.0939
## cells in the mapped netlist (all sizes together)
| library cell | count |
|---|---|
| or3 | 1 |
| nand4bb | 1 |
| o311a | 1 |
| dfrtp | 4 |
| inv | 2 |
| o32ai | 1 |
| o21ai | 2 |
| nor3 | 4 |
| dlxtn | 2 |
| a21o | 1 |
| nand4 | 1 |
| nand2 | 3 |
| and3b | 1 |
| nor4b | 1 |
| and2b | 1 |
| o21ba | 1 |
| nor2 | 2 |
| and2 | 1 |
| a21oi | 5 |
| xor2 | 2 |
| o31ai | 1 |
| or4b | 1 |
| o211ai | 1 |
## routing by layer
layer  part of all wire [%]  GRT usage (%)  vias up
met2                     36           3.29       13
met5                      0              0        -
li1                       -              -      175
met3                     13           1.25        0
met1                     50           4.10      156
met4                      0          0.880        0
## kinds of logic (layout without fill, tap and decap cells)
| logic type | Yosys count | count (layout) | share of synthesized area [%] |
|---|---|---|---|
| and+or+nand+nor | 17 | 17 | 29.9 |
| latches | 2 | 2 | 8.54 |
| xor gates and xnor gates | 2 | 2 | 4.98 |
| DFF | 4 | 4 | 28.5 |
| buffers and inverters | 2 | 13 | 2.14 |
| AOI/OAI and AO/OA | 13 | 13 | 26.0 |
## final timing paths
| path | end | slack, ns | cells past startpoint |
|---|---|---|---|
| min in group clk0 | state_pattern[0] | 0.66 | 2 |
| worst min-delay path | state_pattern[0] | 0.65 | 2 |
| worst min register to register | state_pattern[0] | 0.66 | 2 |
| worst max-delay path | state_pattern[0] | 1.44 | 5 |
| worst max register to register | state_pattern[2] | 2.01 | 4 |
| max in group asynchronous | state_pattern[2] | 2.70 | 2 |
## cell type report
| class | count | area share [%] |
|---|---|---|
| inverters | 2 | 1.47 |
| flip-flops and latches | 6 | 25.4 |
| repair buffers | 8 | 15.6 |
| clock buffers | 3 | 4.40 |
| well taps | 46 | 11.2 |
| multi-input cells | 32 | 41.8 |
## cells in the final DEF, fill, tap and decap left out, drive strengths merged
cell / instances
a21o: 1
a21oi: 5
and2: 1
and2b: 1
and3b: 1
clkbuf: 3
clkdlybuf4s50: 8
dfrtp: 4
dlxtn: 2
inv: 2
nand2: 3
nand4: 1
nand4bb: 1
nor2: 2
nor3: 4
nor4b: 1
o211ai: 1
o21ai: 2
o21ba: 1
o311a: 1
o31ai: 1
o32ai: 1
or3: 1
or4b: 1
xor2: 2
Power and IR drop assume default switching activity.
